==> ./design.v <==
module RegisterFile(
  input         clock,
  input         reset,
  output [31:0] io_out_A,
  output [31:0] io_out_B,
  input  [3:0]  io_sel_A,
  input  [3:0]  io_sel_B,
  input         io_writeEnable,
  input  [31:0] io_writeData,
  input  [3:0]  io_writeSelect
);
  reg [31:0] registers_3;  
  reg [31:0] registers_4;  
  reg [31:0] registers_5;  
  reg [31:0] registers_6;  
  reg [31:0] registers_7;  
  reg [31:0] registers_8;  
  reg [31:0] registers_9;  
  reg [31:0] registers_10;  
  reg [31:0] registers_11;  
  reg [31:0] registers_12;  
  reg [31:0] registers_13;  
  reg [31:0] registers_14;  
  reg [31:0] registers_15;  
  wire [31:0] _GEN_1 = 4'h1 == io_sel_A ? 32'h13 : 32'h0;  
  wire [31:0] _GEN_2 = 4'h2 == io_sel_A ? 32'h14 : _GEN_1;  
  wire [31:0] _GEN_3 = 4'h3 == io_sel_A ? registers_3 : _GEN_2;  
  wire [31:0] _GEN_4 = 4'h4 == io_sel_A ? registers_4 : _GEN_3;  
  wire [31:0] _GEN_5 = 4'h5 == io_sel_A ? registers_5 : _GEN_4;  
  wire [31:0] _GEN_6 = 4'h6 == io_sel_A ? registers_6 : _GEN_5;  
  wire [31:0] _GEN_7 = 4'h7 == io_sel_A ? registers_7 : _GEN_6;  
  wire [31:0] _GEN_8 = 4'h8 == io_sel_A ? registers_8 : _GEN_7;  
  wire [31:0] _GEN_9 = 4'h9 == io_sel_A ? registers_9 : _GEN_8;  
  wire [31:0] _GEN_10 = 4'ha == io_sel_A ? registers_10 : _GEN_9;  
  wire [31:0] _GEN_11 = 4'hb == io_sel_A ? registers_11 : _GEN_10;  
  wire [31:0] _GEN_12 = 4'hc == io_sel_A ? registers_12 : _GEN_11;  
  wire [31:0] _GEN_13 = 4'hd == io_sel_A ? registers_13 : _GEN_12;  
  wire [31:0] _GEN_14 = 4'he == io_sel_A ? registers_14 : _GEN_13;  
  wire [31:0] _GEN_17 = 4'h1 == io_sel_B ? 32'h13 : 32'h0;  
  wire [31:0] _GEN_18 = 4'h2 == io_sel_B ? 32'h14 : _GEN_17;  
  wire [31:0] _GEN_19 = 4'h3 == io_sel_B ? registers_3 : _GEN_18;  
  wire [31:0] _GEN_20 = 4'h4 == io_sel_B ? registers_4 : _GEN_19;  
  wire [31:0] _GEN_21 = 4'h5 == io_sel_B ? registers_5 : _GEN_20;  
  wire [31:0] _GEN_22 = 4'h6 == io_sel_B ? registers_6 : _GEN_21;  
  wire [31:0] _GEN_23 = 4'h7 == io_sel_B ? registers_7 : _GEN_22;  
  wire [31:0] _GEN_24 = 4'h8 == io_sel_B ? registers_8 : _GEN_23;  
  wire [31:0] _GEN_25 = 4'h9 == io_sel_B ? registers_9 : _GEN_24;  
  wire [31:0] _GEN_26 = 4'ha == io_sel_B ? registers_10 : _GEN_25;  
  wire [31:0] _GEN_27 = 4'hb == io_sel_B ? registers_11 : _GEN_26;  
  wire [31:0] _GEN_28 = 4'hc == io_sel_B ? registers_12 : _GEN_27;  
  wire [31:0] _GEN_29 = 4'hd == io_sel_B ? registers_13 : _GEN_28;  
  wire [31:0] _GEN_30 = 4'he == io_sel_B ? registers_14 : _GEN_29;  
  wire [31:0] _GEN_33 = 4'h1 == io_writeSelect ? 32'h13 : 32'h0;  
  wire [31:0] _GEN_34 = 4'h2 == io_writeSelect ? 32'h14 : _GEN_33;  
  wire [31:0] _GEN_35 = 4'h3 == io_writeSelect ? registers_3 : _GEN_34;  
  wire [31:0] _GEN_36 = 4'h4 == io_writeSelect ? registers_4 : _GEN_35;  
  wire [31:0] _GEN_37 = 4'h5 == io_writeSelect ? registers_5 : _GEN_36;  
  wire [31:0] _GEN_38 = 4'h6 == io_writeSelect ? registers_6 : _GEN_37;  
  wire [31:0] _GEN_39 = 4'h7 == io_writeSelect ? registers_7 : _GEN_38;  
  wire [31:0] _GEN_40 = 4'h8 == io_writeSelect ? registers_8 : _GEN_39;  
  wire [31:0] _GEN_41 = 4'h9 == io_writeSelect ? registers_9 : _GEN_40;  
  wire [31:0] _GEN_42 = 4'ha == io_writeSelect ? registers_10 : _GEN_41;  
  wire [31:0] _GEN_43 = 4'hb == io_writeSelect ? registers_11 : _GEN_42;  
  wire [31:0] _GEN_44 = 4'hc == io_writeSelect ? registers_12 : _GEN_43;  
  wire [31:0] _GEN_45 = 4'hd == io_writeSelect ? registers_13 : _GEN_44;  
  wire [31:0] _GEN_46 = 4'he == io_writeSelect ? registers_14 : _GEN_45;  
  wire [31:0] _GEN_47 = 4'hf == io_writeSelect ? registers_15 : _GEN_46;  
  wire [31:0] _T_1 = io_writeEnable ? io_writeData : _GEN_47;  
  assign io_out_A = 4'hf == io_sel_A ? registers_15 : _GEN_14;  
  assign io_out_B = 4'hf == io_sel_B ? registers_15 : _GEN_30;  
  always @(posedge clock) begin
    if (4'h3 == io_writeSelect) begin
      if (io_writeEnable) begin
        registers_3 <= io_writeData;
      end else if (4'hf == io_writeSelect) begin
        registers_3 <= registers_15;
      end else if (4'he == io_writeSelect) begin
        registers_3 <= registers_14;
      end else if (4'hd == io_writeSelect) begin
        registers_3 <= registers_13;
      end else if (4'hc == io_writeSelect) begin
        registers_3 <= registers_12;
      end else if (4'hb == io_writeSelect) begin
        registers_3 <= registers_11;
      end else if (4'ha == io_writeSelect) begin
        registers_3 <= registers_10;
      end else if (4'h9 == io_writeSelect) begin
        registers_3 <= registers_9;
      end else if (4'h8 == io_writeSelect) begin
        registers_3 <= registers_8;
      end else if (4'h7 == io_writeSelect) begin
        registers_3 <= registers_7;
      end else if (4'h6 == io_writeSelect) begin
        registers_3 <= registers_6;
      end else if (4'h5 == io_writeSelect) begin
        registers_3 <= registers_5;
      end else if (4'h4 == io_writeSelect) begin
        registers_3 <= registers_4;
      end else if (!(4'h3 == io_writeSelect)) begin
        if (4'h2 == io_writeSelect) begin
          registers_3 <= 32'h14;
        end else if (4'h1 == io_writeSelect) begin
          registers_3 <= 32'h13;
        end else begin
          registers_3 <= 32'h0;
        end
      end
    end
    if (4'h4 == io_writeSelect) begin
      if (io_writeEnable) begin
        registers_4 <= io_writeData;
      end else if (4'hf == io_writeSelect) begin
        registers_4 <= registers_15;
      end else if (4'he == io_writeSelect) begin
        registers_4 <= registers_14;
      end else if (4'hd == io_writeSelect) begin
        registers_4 <= registers_13;
      end else if (4'hc == io_writeSelect) begin
        registers_4 <= registers_12;
      end else if (4'hb == io_writeSelect) begin
        registers_4 <= registers_11;
      end else if (4'ha == io_writeSelect) begin
        registers_4 <= registers_10;
      end else if (4'h9 == io_writeSelect) begin
        registers_4 <= registers_9;
      end else if (4'h8 == io_writeSelect) begin
        registers_4 <= registers_8;
      end else if (4'h7 == io_writeSelect) begin
        registers_4 <= registers_7;
      end else if (4'h6 == io_writeSelect) begin
        registers_4 <= registers_6;
      end else if (4'h5 == io_writeSelect) begin
        registers_4 <= registers_5;
      end else if (!(4'h4 == io_writeSelect)) begin
        if (4'h3 == io_writeSelect) begin
          registers_4 <= registers_3;
        end else if (4'h2 == io_writeSelect) begin
          registers_4 <= 32'h14;
        end else if (4'h1 == io_writeSelect) begin
          registers_4 <= 32'h13;
        end else begin
          registers_4 <= 32'h0;
        end
      end
    end
    if (4'h5 == io_writeSelect) begin
      if (io_writeEnable) begin
        registers_5 <= io_writeData;
      end else if (4'hf == io_writeSelect) begin
        registers_5 <= registers_15;
      end else if (4'he == io_writeSelect) begin
        registers_5 <= registers_14;
      end else if (4'hd == io_writeSelect) begin
        registers_5 <= registers_13;
      end else if (4'hc == io_writeSelect) begin
        registers_5 <= registers_12;
      end else if (4'hb == io_writeSelect) begin
        registers_5 <= registers_11;
      end else if (4'ha == io_writeSelect) begin
        registers_5 <= registers_10;
      end else if (4'h9 == io_writeSelect) begin
        registers_5 <= registers_9;
      end else if (4'h8 == io_writeSelect) begin
        registers_5 <= registers_8;
      end else if (4'h7 == io_writeSelect) begin
        registers_5 <= registers_7;
      end else if (4'h6 == io_writeSelect) begin
        registers_5 <= registers_6;
      end else if (!(4'h5 == io_writeSelect)) begin
        if (4'h4 == io_writeSelect) begin
          registers_5 <= registers_4;
        end else if (4'h3 == io_writeSelect) begin
          registers_5 <= registers_3;
        end else if (4'h2 == io_writeSelect) begin
          registers_5 <= 32'h14;
        end else if (4'h1 == io_writeSelect) begin
          registers_5 <= 32'h13;
        end else begin
          registers_5 <= 32'h0;
        end
      end
    end
    if (4'h6 == io_writeSelect) begin
      if (io_writeEnable) begin
        registers_6 <= io_writeData;
      end else if (4'hf == io_writeSelect) begin
        registers_6 <= registers_15;
      end else if (4'he == io_writeSelect) begin
        registers_6 <= registers_14;
      end else if (4'hd == io_writeSelect) begin
        registers_6 <= registers_13;
      end else if (4'hc == io_writeSelect) begin
        registers_6 <= registers_12;
      end else if (4'hb == io_writeSelect) begin
        registers_6 <= registers_11;
      end else if (4'ha == io_writeSelect) begin
        registers_6 <= registers_10;
      end else if (4'h9 == io_writeSelect) begin
        registers_6 <= registers_9;
      end else if (4'h8 == io_writeSelect) begin
        registers_6 <= registers_8;
      end else if (4'h7 == io_writeSelect) begin
        registers_6 <= registers_7;
      end else if (!(4'h6 == io_writeSelect)) begin
        if (4'h5 == io_writeSelect) begin
          registers_6 <= registers_5;
        end else if (4'h4 == io_writeSelect) begin
          registers_6 <= registers_4;
        end else if (4'h3 == io_writeSelect) begin
          registers_6 <= registers_3;
        end else if (4'h2 == io_writeSelect) begin
          registers_6 <= 32'h14;
        end else if (4'h1 == io_writeSelect) begin
          registers_6 <= 32'h13;
        end else begin
          registers_6 <= 32'h0;
        end
      end
    end
    if (4'h7 == io_writeSelect) begin
      registers_7 <= _T_1;
    end
    if (4'h8 == io_writeSelect) begin
      registers_8 <= _T_1;
    end
    if (4'h9 == io_writeSelect) begin
      registers_9 <= _T_1;
    end
    if (4'ha == io_writeSelect) begin
      registers_10 <= _T_1;
    end
    if (4'hb == io_writeSelect) begin
      registers_11 <= _T_1;
    end
    if (4'hc == io_writeSelect) begin
      registers_12 <= _T_1;
    end
    if (4'hd == io_writeSelect) begin
      registers_13 <= _T_1;
    end
    if (4'he == io_writeSelect) begin
      registers_14 <= _T_1;
    end
    if (4'hf == io_writeSelect) begin
      registers_15 <= _T_1;
    end
  end
endmodule
==> ./run.sh <==
#!/bin/bash
# OpenROAD 26Q1-2900-gdf79404cd8, Yosys 0.63+post, stock flow scripts
make -C /OpenROAD-flow-scripts/flow DESIGN_CONFIG=/design/flow/config.mk WORK_HOME=/design/flow/orfs finish
==> ./config.mk <==
export PLATFORM = sky130hd
export DESIGN_NAME = RegisterFile
export DESIGN_NICKNAME = RegisterFile
export VERILOG_FILES = /design/flow/design.v
export SDC_FILE = /design/flow/constraint.sdc
export NUM_CORES = 4
export LEC_CHECK = 1
export CORE_UTILIZATION = 30
==> ./constraint.sdc <==
current_design RegisterFile

set clk_period 21.2
set clk_io_pct 0.2

create_clock -name clk0 -period $clk_period [get_ports {clock}]

set non_clock_inputs [all_inputs -no_clocks]
set_input_delay [expr $clk_period * $clk_io_pct] -clock clk0 $non_clock_inputs
set_output_delay [expr $clk_period * $clk_io_pct] -clock clk0 [all_outputs]
==> impl_metrics.env <==
# source this file to load flow results
export IMPL_setup_tns_ns=0
export IMPL_grt_max_degree=120
export IMPL_crit_type="input port to output pin"
export IMPL_antenna_found_initial=15
export IMPL_cts_resized=0
export IMPL_max_freq_mhz=78.1
export IMPL_r2r_setup_slack_ns=19.14
export IMPL_post_cts_buffers=0
export IMPL_final_cell_mix="a21oi_1 (421), edfxtp_1 (416), nor2_1 (402)"
export IMPL_root_buffer="clkbuf_16"
export IMPL_clk_path_buf_depth=3
export IMPL_worstMarginPinSlew_ns=1.27
export IMPL_die_area_um2=118000
export IMPL_startpoint_type="input port"
export IMPL_timing_rr_end="registers_11[5]"
export IMPL_holdWs_ns=0.812
export IMPL_hp_start="registers_4[23]"
export IMPL_ctsHoldBuffers=0
export IMPL_worstHoldPathCells=3
export IMPL_dieHeight_um=344
export IMPL_gp_congestion=1.06
export IMPL_syn_area_per_cell_um2=8.41
export IMPL_antenna_left=0
export IMPL_dp_hpwl_mm=120
export IMPL_arrival_ns=8.56
export IMPL_synthCells=4169
export IMPL_placed_cell_area_um2=37400
export IMPL_post_drt_wl_per_cell_um=36.1
export IMPL_edf_count=416
export IMPL_hold_viol=0
export IMPL_setup_viol=0
export IMPL_routed_via_count=39177
export IMPL_drive_gt1_share_pct=9.80
export IMPL_drc_errors=0
export IMPL_grt_pass1_wl_mm=281
export IMPL_fin_skew_ns=0.0297
export IMPL_fp_util_pct=30.2
export IMPL_cp_data_required_time_ns=16.96
export IMPL_drtIter0Drc=5579
export IMPL_warnings=36
export IMPL_die_width_um=344
export IMPL_vias_per_cell=7.01
export IMPL_numPortBuffers=109
export IMPL_whs_endpoint="registers_3[23]"
export IMPL_crit_path_end_kind="output pin"
export IMPL_synthArstFlopShare_pct=0
export IMPL_path_clk_slew_ns=0.07
export IMPL_leakage_nw=13.0
export IMPL_rows=125
export IMPL_r2r_start="registers_9[5]"
export IMPL_area_growth_pct=11.4
export IMPL_slew_headroom_pct=14.9
export IMPL_period_used_pct=60.4
export IMPL_grt_pass1_vias=36877
export IMPL_synth_cell_types=74
export IMPL_ys_cells=4169
export IMPL_worstHoldPathType="register to register"
export IMPL_r2r_cells=4
export IMPL_drt_wl_total_mm=202
export IMPL_lay_top_count="a21oi_1"
export IMPL_ys_ff=416
export IMPL_clock_latency_ns=0.66
export IMPL_maxCapViolCount=0
export IMPL_ys_warn_count=1
export IMPL_gr_total_overflow=0
export IMPL_ys_flop_type="edfxtp_1"
export IMPL_period_needed_ns=12.80
export IMPL_synth_area_um2=35100
export IMPL_cts_sinks=416
export IMPL_drv_slew=0
export IMPL_coreArea_um2=116000
export IMPL_numCtsBuffers=49
export IMPL_detail_route_first_pass_iterations=12
export IMPL_cts_tree="yes"
export IMPL_ir_drop_v=0.0000571
export IMPL_grt_total_usage_pct=34.6
export IMPL_design_area_um2=39100
export IMPL_ios=111
export IMPL_cts_max_level=2
export IMPL_status="completed"
export IMPL_rsz0062_at_grt="false"
export IMPL_fillers=11903
export IMPL_crit_fanout=45
export IMPL_p_per_area_nw_per_um2=62.7
export IMPL_ys_chip_area_um2=35100
export IMPL_synth_seq_area_share_pct=35.6
## area by class of cell
cell class	count	area [µm²]	share of cell area, %
multi-input cells	3218	20500	52.5
flip-flops and latches	416	12500	32.0
repair buffers	264	2270	5.81
well taps	1524	1910	4.88
clock buffers	56	1290	3.32
clock inverters	32	313	0.801
inverters	64	245	0.628
diodes	13	32.5	0.0833
## kinds of logic after synthesis
family / Yosys count / share of synthesized area (%)
buf+inv: 535 / 6.55
simple gates: 1059 / 13.5
compound gates: 1899 / 36.2
flops: 416 / 35.6
xor+xnor: 1 / 0.0250
mux: 259 / 8.08
## flip-flops by register name, indices dropped and copies added (netlist names)
| name | cells |
|---|---|
| registers_10 | 32 |
| registers_11 | 32 |
| registers_5 | 32 |
| registers_6 | 32 |
| registers_14 | 32 |
| registers_7 | 32 |
| registers_8 | 32 |
| registers_9 | 32 |
| registers_3 | 32 |
| registers_13 | 32 |
| registers_15 | 32 |
| registers_12 | 32 |
| registers_4 | 32 |
## power by group
part / switching, mW / leakage [nW] / total (mW) / internal (mW)
Clock: 0.399 / 0.789 / 0.898 / 0.499
Combinational: 0.406 / 8.46 / 0.591 / 0.185
Sequential: 0.0237 / 3.80 / 0.962 / 0.938
## metal layers
metal | part of all wire [%] | global-route usage [%] | vias up | wire (µm)
met5 | 0.36 | 2.84 | - | 721
met4 | 9.0 | 23.5 | 42 | 18200
met3 | 18 | 21.5 | 1081 | 36200
met2 | 39 | 45.9 | 3698 | 79200
met1 | 33 | 41.3 | 18420 | 67600
li1 | - | - | 15936 | -
## per-stage QoR
step / util, % / setup slack [ns] / cells / total power [mW]
2_1_floorplan: - / 11.42 / 4169 / 1.29
3_3_place_gp: 32.2 / 8.84 / 5486 / 1.53
3_5_place_dp: 32.2 / 8.83 / 5486 / 1.53
4_1_cts: 33.6 / 8.82 / 5574 / 2.42
5_1_grt: 33.6 / 8.46 / 5578 / 2.49
6_report: 33.7 / 8.40 / 5587 / 2.45
## worst max path at each step
| stage | start | to | cells after the start |
|---|---|---|---|
| 4_1_cts | io_sel_A[1] | io_out_A[7] | 9 |
| 6_report | io_sel_A[1] | io_out_A[7] | 9 |
| 5_1_grt | io_sel_A[1] | io_out_A[7] | 9 |
## worst max-delay path, stage by stage
cell and delay [ns]:
buf_6 0.29, buf_4 0.63, and2_1 0.55, buf_4 0.48
nand2_1 0.78, o21ai_0 0.41, o31ai_1 0.12, o221ai_1 0.46
clkdlybuf4s50_1 0.55
## synthesized netlist by cell type, types with 83 or more instances
cell	number	share of area, %
o22ai_1	140	2.5
a21boi_0	93	2.0
o221ai_1	97	2.4
clkbuf_1	267	2.9
nand2_1	383	4.1
edfxtp_1	416	36
mux2i_1	176	5.0
a31oi_1	99	1.8
a21oi_1	421	6.0
nor2b_1	83	1.5
buf_2	168	2.4
o21ai_0	379	5.4
nor2_1	411	4.4
No activity file was given, so power comes from the tool's default toggle rates.

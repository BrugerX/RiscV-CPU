[config.mk]
export PLATFORM = sky130hd
export DESIGN_NAME = ALU
export DESIGN_NICKNAME = ALU
export VERILOG_FILES = /design/flow/design.v
export SDC_FILE = /design/flow/constraint.sdc
export NUM_CORES = 4
export LEC_CHECK = 1
export CORE_UTILIZATION = 30
[constraint.sdc]
current_design ALU

set clk_period 24.9
set clk_io_pct 0.2

create_clock -name clk0 -period $clk_period

set non_clock_inputs [all_inputs -no_clocks]
set_input_delay [expr $clk_period * $clk_io_pct] -clock clk0 $non_clock_inputs
set_output_delay [expr $clk_period * $clk_io_pct] -clock clk0 [all_outputs]
[run.sh]
#!/bin/bash
# OpenROAD 26Q1-2900-gdf79404cd8, Yosys 0.63+post, stock flow scripts
make -C /OpenROAD-flow-scripts/flow DESIGN_CONFIG=/design/flow/config.mk WORK_HOME=/design/flow/orfs finish
[design.v]
module ALU(
  input         clock,
  input         reset,
  input  [31:0] io_in_A,
  input  [31:0] io_in_B,
  input  [1:0]  io_function_Select,
  output [31:0] io_ALU_Output,
  output        io_ALU_Equal,
  output [9:0]  io_part_of_bit
);
  wire [31:0] outputMux_0 = io_in_A + io_in_B;  
  wire [31:0] outputMux_1 = io_in_A - io_in_B;  
  wire [63:0] _T_4 = io_in_A * io_in_B;  
  wire [31:0] _GEN_1 = 2'h1 == io_function_Select ? outputMux_1 : outputMux_0;  
  wire [31:0] outputMux_2 = _T_4[31:0];  
  assign io_ALU_Output = 2'h2 == io_function_Select ? outputMux_2 : _GEN_1;  
  assign io_ALU_Equal = outputMux_0 == 32'h0;  
  assign io_part_of_bit = 10'h155;  
endmodule
==> ci_impl_report.md <==
### Metrics collected by this job

| Metric | Value |
|---|---|
| Maximum clock rate | about 0.055 GHz |
| Mapped cell area | 20,000 um^2 |
| Slowest cell on the critical path | fa_1 |
| Final Hold Slack | 10.83 ns |
| Count of routing violations after the opening detailed-route iteration | 886 |
| Grt total ovfl | 0 |
| Layout Area Growth over Synthesis | 9.44% |
| Dpl hpwl | 50.3 mm |
| Worst path setup slack after routing | 6.62 ns |
| Sequential element share of the synthesized area | 0 |
| Yosys synthesis chip area | 20,000 um^2 |
| Max-cap check violation count | 0 |
| Share of final-layout standard cells stronger than drive strength 1 | 0.0265 |
| Max-slew violation count | 0 |
| Critical Path Max Stage Delay | between 0.5 and 0.6 ns |
| Period utilization | 0.734 |
| Critical path capture point type | output port |
| Final RePlAce weighted congestion | 0.967 |
| Maximum number of pins on one net before global-route repair | 68 |
| Dpl ws | 6.73 ns |
| Final non-filler cell area | around 22,000 um^2 |
| Family with the most delay on the worst path | adder cells |
| CTS resizes | 0 |
| Global-route usage over all layers | 0.209 |
| Number of cell instances after yosys synthesis | between 2,000 and 2,500 |
| Number of failing hold endpoints at the final stage | 0 |
| FF+latch count | 0 |
| # setup viols final | 0 |
| Residual antenna-violating net count after detailed routing | 0 |
| Wirelength, routed | between 60 and 70 mm |
| Number of placement rows | 94 |
| Number of setup buffers added after CTS | 0 |
| Crit-path max FO | 23 |
| Type of the tightest min-delay check | input port to output port |
| Post-CTS Hold Fix Bufs | 0 |
| Number of ports placed on the die boundary | 111 |
| Worst slew pin tran | between 0.8 and 0.9 ns |
| Initial DRT Pass Iterations | 5 |
| Crit path DRT | roughly 20 ns |
| Distinct cell type count after synthesis | 74 |
| Summed negative setup slack over all endpoints | 0 ns |
| Detail-routed net length per standard cell | 19.6 um |
| DIE WIDTH | approximately 260 um |
| Diode insertion count for antenna repair | 0 |
| Sequential cell area in the final layout | 0 um^2 |
| Standard cell area after detailed placement | around 22,000 um^2 |
| Full die area | 67,800 um^2 |
| Critical path launch point type | input port |
| Most frequent cell on the critical path | fa_1 |
| Fp util | 0.304 |
| Kind of critical path | input port to output port |
| Max_slew headroom | 0.436 |
| Warning count from the yosys run | 0 |
| Most frequent cells in the layout | inv_1, fa_1, nand2_1, and2_1, ha_1 |
| Initial antenna violation count | 0 |
| Data arrival time at the worst-slack endpoint | 13.30 ns |
| Outcome | completed |
| Unrepaired setup endpoints after global routing | false |
| Core outline area | 65,900 um^2 |
| OpenROAD warning count | 65 |
| Via count of the first global-routing pass | 17,100 |
| Final-layout clock buffer total | 0 |
| Remaining design rule violation count | 0 |
| Buffer and inverter count on the worst path | 7 |
| First-pass GRT wire length | 102 mm |
| Average footprint of a synthesized cell | slightly above 8 um^2 |
| Via count | 16,300 |
| Most used logic cell in the final layout | inv_1 |
| Die height | 260 um |
| Avg Vias per Cell | 4.91 |
| Post-layout utilization of the core | 0.333 |
| IO buf count | about 99 |
| Post-synthesis cell count | 2,435 |
| Final Critical Period | 18.28 ns |
per-stage QoR:
step                      std cells
after global routing           3317
after floorplan                2443
after detailed placement       3317
after CTS                      3317
final                          3317
after global placement         3317
kinds of logic after synthesis:
kind of cell | after synthesis | share of synthesized area
simple gates | 822 | 0.205
compound gates | 309 | 0.102
buf+inv | 579 | 0.111
fa+ha+maj | 595 | 0.526
xor+xnor | 120 | 0.0525
other cells | 2 | 0.000375
mux | 8 | 0.00406
tightest hold or removal path: cells and delay by family:
family | cells | cell delay (ns)
buffers and inverters | 2 | 0.66
and+or+nand+nor | 1 | 0.12
AOI/OAI and AO/OA | 1 | 0.08
cell usage after synthesis, types with 21 or more instances:
library cell  count  area share
inv_1           442       0.083
and2_1          263       0.082
nor3_1           28      0.0070
xnor2_1          95       0.042
nor2_1          142       0.027
xor2_1           25       0.011
nand2b_1         21      0.0066
nand2_1         270       0.051
ha_1            185        0.12
a211oi_1         23      0.0086
fa_1            410        0.41
a21oi_1          98       0.025
clkbuf_1        113       0.021
o21ai_0          47       0.012
final timing paths:
path | from | depth (start not counted) | end | slack (ns)
worst max-delay path | io_in_B[8] | 27 | io_ALU_Output[30] | 6.62
worst min-delay path | io_function_Select[0] | 4 | io_ALU_Output[27] | 10.83
routing by layer:
| layer | global-route usage | vias up | part of all wire |
|---|---|---|---|
| met5 | 0 | - | 0 |
| met4 | 0.0614 | 0 | 0.038 |
| met3 | 0.0654 | 114 | 0.084 |
| met2 | 0.329 | 628 | 0.47 |
| met1 | 0.282 | 7977 | 0.41 |
| li1 | - | 7557 | - |
cell type report:
type,instances,area (um^2)
inverter,444,1670
tap,864,1080
timing repair buffer,145,1330
fill,6969,44000
multi-input combinational,1864,17800
